## /design/flow/design.v

```verilog
module Cajero(
    input CLK,
    input RESET,
    input TARJETA_RECIBIDA,
    input [15:0] PIN,
    input [3:0] DIGITO,
    input DIGITO_STB,
    input TIPO_TRANS,  
    input [31:0] MONTO,  
    input MONTO_STB,  
    output reg BALANCE_ACTUALIZADO,
    output reg ENTREGAR_DINERO,
    output reg FONDOS_INSUFICIENTES, 
    output reg PIN_INCORRECTO,
    output reg [1:0] ADVERTENCIA,
    output reg BLOQUEO
);
reg [63:0] BALANCE= 64'b0000000000000000000000000000000000000000000000100100100111110000;  
reg [2:0] INTENTOS;  
reg [15:0] DIGITO_INTERNO;
reg [15:0] PROX_DIGITO;  
always @(posedge CLK or negedge RESET) begin
    if (!RESET) begin
        DIGITO_INTERNO <= 16'b0000000000000000;
    end else begin 
        DIGITO_INTERNO <= PROX_DIGITO;
    end
end
always @(*) begin
    PROX_DIGITO=DIGITO_INTERNO;
    if (!RESET || TARJETA_RECIBIDA == 0 ) begin
        INTENTOS <= 0;
        BLOQUEO <= 0;
        ADVERTENCIA <= 0;
        PIN_INCORRECTO <= 0;
        FONDOS_INSUFICIENTES <= 0;
        ENTREGAR_DINERO <= 0;
        BALANCE_ACTUALIZADO <= 0;
    end 
    else if (TARJETA_RECIBIDA && INTENTOS <=2 ) begin
        case(DIGITO_INTERNO)
        16'b0000000000000000: begin
        if (DIGITO == 4'b0110 && DIGITO_STB == 1) begin  
            PROX_DIGITO = 16'b0000000000000110;
            PIN_INCORRECTO = 0;
            end
        else if (DIGITO_STB == 1) begin 
            PROX_DIGITO = 16'b0000000000000000;
            INTENTOS = INTENTOS+ 1;
            PIN_INCORRECTO = 1;
            end
        end
        16'b0000000000000110: begin 
        if (DIGITO == 4'b0111 && DIGITO_STB == 1) begin  
            PROX_DIGITO = 16'b0000000001100111;
            PIN_INCORRECTO = 0;
            end 
        else if (DIGITO_STB == 1) begin 
            PROX_DIGITO = 16'b0000000000000000;
            INTENTOS = INTENTOS+1;
            PIN_INCORRECTO = 1;
            end
        end 
        16'b0000000001100111: begin 
            if (DIGITO == 4'b0110 && DIGITO_STB == 1) begin
            PROX_DIGITO = 16'b0000011001110110;
            PIN_INCORRECTO = 0;
            end  
        else if (DIGITO_STB == 1) begin 
            PROX_DIGITO = 16'b0000000000000000;
            INTENTOS = INTENTOS+1;
            PIN_INCORRECTO = 1;
            end
        end
        16'b0000011001110110: begin
            if (DIGITO == 4'b0111 && DIGITO_STB == 1) begin
            PROX_DIGITO = 16'b0110011101100111;
            PIN_INCORRECTO = 0;
            end
            else if (DIGITO_STB == 1) begin 
            PROX_DIGITO = 16'b0000000000000000;
            INTENTOS = INTENTOS+1;
            PIN_INCORRECTO = 1;
            end
        end
        default: begin 
        PROX_DIGITO = 16'b0000000000000000; 
        end
        endcase
        DIGITO_INTERNO = PROX_DIGITO;
            if (DIGITO_INTERNO == PIN) begin
                PIN_INCORRECTO = 0;
                if (TIPO_TRANS == 0) begin  
                    BALANCE = MONTO + BALANCE;
                    BALANCE_ACTUALIZADO <= 1;
                end else begin
                    if (MONTO > BALANCE) begin 
                        FONDOS_INSUFICIENTES <= 1;
                    end else begin 
                        BALANCE = BALANCE - MONTO;
                        BALANCE_ACTUALIZADO <= 1;
                        ENTREGAR_DINERO <= 1;
                    end
                end
            end 
    if (INTENTOS > 0 && INTENTOS ==2) begin
        ADVERTENCIA = 1;
    end
    else begin
        ADVERTENCIA = 0;
    end
    if (INTENTOS==3) begin
        BLOQUEO <= 1;
        ADVERTENCIA <= 0;
        PIN_INCORRECTO <= 1;
        FONDOS_INSUFICIENTES <= 0;
        ENTREGAR_DINERO <= 0;
        BALANCE_ACTUALIZADO <= 0;
    end 
    else begin 
        BLOQUEO=0;
    end
end
end
endmodule
```

## /design/flow/run.sh

```bash
#!/bin/bash
# OpenROAD 26Q1-2900-gdf79404cd8, Yosys 0.63+post, stock flow scripts
make -C /OpenROAD-flow-scripts/flow DESIGN_CONFIG=/design/flow/config.mk WORK_HOME=/design/flow/orfs finish
```

## /design/flow/config.mk

```make
export PLATFORM = sky130hd
export DESIGN_NAME = Cajero
export DESIGN_NICKNAME = Cajero
export VERILOG_FILES = /design/flow/design.v
export SDC_FILE = /design/flow/constraint.sdc
export NUM_CORES = 4
export LEC_CHECK = 1
export CORE_UTILIZATION = 30
```

## /design/flow/constraint.sdc

```tcl
current_design Cajero

set clk_period 1.8
set clk_io_pct 0.2

create_clock -name clk0 -period $clk_period [get_ports {CLK}]

set non_clock_inputs [all_inputs -no_clocks]
set_input_delay [expr $clk_period * $clk_io_pct] -clock clk0 $non_clock_inputs
set_output_delay [expr $clk_period * $clk_io_pct] -clock clk0 [all_outputs]
```

==> run summary <==
Physical implementation

The flow did not finish. The stopping stage is synthesis. The first error in the log reads "ERROR: Found 6 problems in 'check -assert'". The synthesized netlist devotes about an eighth of its cell area to adder and majority cells. The compound-gate portion of the synthesized area is about a quarter. Of the post-synthesis cell area, the part taken by muxes is less than 1%.

Of all cell types, the one taking the most synthesized area is dlxtn_1. The async set or reset register ratio after synthesis is 10.2%. Per the synth log, the flip-flop and latch total comes to 88. By area, the combinational part of the netlist is dominated by AND-OR/OR-AND gates.

By area the synthesized netlist is led by dlxtn_1 17%, ha_1 12%, a21oi_1 6.6%. The count of distinct cell types in the synthesized netlist is between 90 and 100. Summing the areas of all and, or, nand and nor instances in the mapped netlist gives about a quarter of the synthesized area. Post-synth the commonest register cell is dlxtn_1.

After synthesis, the chip area reported by Yosys is between 7000 and 8000 um^2. The post-synth count of flops with an enable pin is 0. The post-synthesis xor/xnor area fraction is under 10%. Warnings reported by Yosys during synthesis add up to 1. The number of standard cells reported by yosys is ~1000. Summed over its instances, the top area cell type makes up 16.6% of the synthesized netlist area.
logic make-up after synthesis:
| logic type | Yosys count |
|---|---|
| other cells | 1 |
| xor+xnor | 63 |
| mux | 6 |
| fa+ha+maj | 68 |
| buf+inv | 122 |
| simple gates | 354 |
| compound gates | 294 |
| flops | 9 |
| latches | 79 |
cells in the mapped netlist, types with 4 or more instances:
cell type / number
or2_2: 9
xor2_1: 14
nand3_1: 29
nor3_1: 32
nand4_1: 10
a2111oi_0: 5
and3_1: 17
o21a_1: 6
a31oi_1: 11
nor2_1: 92
a21oi_1: 95
buf_2: 5
nor2b_1: 14
clkbuf_1: 32
ha_1: 66
mux2i_1: 6
nand2b_1: 9
o211ai_1: 12
or4_1: 8
a32oi_1: 4
a211oi_1: 8
dlxtn_1: 79
and2_1: 6
o31ai_1: 12
a22oi_1: 5
inv_1: 78
o22ai_1: 10
or3_1: 9
dfrtp_1: 8
xnor2_1: 49
o21bai_1: 9
o21ai_0: 61
o311ai_0: 7
nand2_1: 70
nor4_1: 20
a21o_1: 10
